==> /design/flow/design.v <==
module link_top (
    input  wire clk,
    input  wire rst,
    output wire done
);
    wire        req_w;
    wire        ack_w;
    wire [7:0]  data_w;
    wire [7:0]  last_byte_w;
    master_fsm u_master (
        .clk (clk),
        .rst (rst),
        .ack (ack_w),
        .req (req_w),
        .data(data_w),
        .done(done)
    );
    slave_fsm u_slave (
        .clk      (clk),
        .rst      (rst),
        .req      (req_w),
        .data_in  (data_w),
        .ack      (ack_w),
        .last_byte(last_byte_w)
    );
endmodule
module master_fsm (
    input  wire       clk,
    input  wire       rst,        
    input  wire       ack,        
    output reg        req,        
    output reg [7:0]  data,       
    output reg        done        
);
    localparam integer N_BYTES = 4;
    reg [7:0] rom [0:N_BYTES-1];
    initial begin
        rom[0] = 8'hA0;
        rom[1] = 8'hA1;
        rom[2] = 8'hA2;
        rom[3] = 8'hA3;
    end
    reg [2:0] idx;
    localparam [2:0] S_IDLE     = 3'd0,
                     S_DRIVE    = 3'd1,  
                     S_WAIT_ACK = 3'd2,  
                     S_DROP_REQ = 3'd3,  
                     S_NEXT     = 3'd4,  
                     S_DONE     = 3'd5;  
    reg [2:0] state, nstate;
    always @(posedge clk) begin
        if (rst) begin
            state <= S_IDLE;
            req   <= 1'b0;
            data  <= 8'h00;
            done  <= 1'b0;
            idx   <= 3'd0;
        end else begin
            state <= nstate;
            done  <= 1'b0;
            case (state)
                S_IDLE: begin
                    idx  <= 3'd0;
                    req  <= 1'b0;
                    data <= 8'h00;
                end
                S_DRIVE: begin
                    data <= rom[idx];
                    req  <= 1'b1;
                end
                S_WAIT_ACK: begin
                    req  <= 1'b1;
                    data <= rom[idx];
                end
                S_DROP_REQ: begin
                    req  <= 1'b0;
                    data <= rom[idx];
                end
                S_NEXT: begin
                    if (idx < (N_BYTES-1)) begin
                        idx <= idx + 3'd1;
                    end
                end
                S_DONE: begin
                    req  <= 1'b0;
                    done <= 1'b1;  
                end
                default: ;
            endcase
        end
    end
    always @* begin
        nstate = state;
        case (state)
            S_IDLE:     nstate = S_DRIVE;
            S_DRIVE:    nstate = S_WAIT_ACK;
            S_WAIT_ACK: nstate = (ack ? S_DROP_REQ : S_WAIT_ACK);
            S_DROP_REQ: nstate = S_NEXT;
            S_NEXT:     nstate = (idx == (N_BYTES-1)) ? S_DONE : S_DRIVE;
            S_DONE:     nstate = S_DONE;  
            default:    nstate = S_IDLE;
        endcase
    end
endmodule
module slave_fsm (
    input  wire       clk,
    input  wire       rst,         
    input  wire       req,         
    input  wire [7:0] data_in,     
    output reg        ack,         
    output reg [7:0]  last_byte    
);
    localparam [1:0] W_WAIT_REQ  = 2'd0,
                     W_ASSERT    = 2'd1,  
                     W_HOLD      = 2'd2,  
                     W_DROP      = 2'd3;  
    reg [1:0] state, nstate;
    reg [1:0] hold_cnt;  
    always @(posedge clk) begin
        if (rst) begin
            state     <= W_WAIT_REQ;
            ack       <= 1'b0;
            last_byte <= 8'h00;
            hold_cnt  <= 2'd0;
        end else begin
            state <= nstate;
            case (state)
                W_WAIT_REQ: begin
                    ack <= 1'b0;
                    if (req) begin
                        last_byte <= data_in;
                        ack       <= 1'b1;
                        hold_cnt  <= 2'd0;
                    end
                end
                W_ASSERT: begin
                    ack <= 1'b1;
                    hold_cnt <= hold_cnt + 2'd1;
                end
                W_HOLD: begin
                    ack <= 1'b1;
                end
                W_DROP: begin
                    ack <= 1'b0;
                end
            endcase
        end
    end
    always @* begin
        nstate = state;
        case (state)
            W_WAIT_REQ: begin
                if (req) nstate = W_ASSERT;
            end
            W_ASSERT: begin
                if (hold_cnt == 2'd1) nstate = W_HOLD;  
                else nstate = W_ASSERT;
            end
            W_HOLD: begin
                if (!req) nstate = W_DROP;
            end
            W_DROP: begin
                nstate = W_WAIT_REQ;
            end
            default: nstate = W_WAIT_REQ;
        endcase
    end
endmodule
==> /design/flow/run.sh <==
#!/bin/bash
# OpenROAD 26Q1-2900-gdf79404cd8, Yosys 0.63+post, stock flow scripts
make -C /OpenROAD-flow-scripts/flow DESIGN_CONFIG=/design/flow/config.mk WORK_HOME=/design/flow/orfs finish
==> /design/flow/config.mk <==
export PLATFORM = sky130hd
export DESIGN_NAME = link_top
export DESIGN_NICKNAME = link_top
export VERILOG_FILES = /design/flow/design.v
export SDC_FILE = /design/flow/constraint.sdc
export NUM_CORES = 4
export LEC_CHECK = 1
export CORE_AREA = 10 10 88 88
export DIE_AREA = 0 0 98 98
==> /design/flow/constraint.sdc <==
current_design link_top

set clk_period 2.1
set clk_io_pct 0.2

create_clock -name clk0 -period $clk_period [get_ports {clk}]

set non_clock_inputs [all_inputs -no_clocks]
set_input_delay [expr $clk_period * $clk_io_pct] -clock clk0 $non_clock_inputs
set_output_delay [expr $clk_period * $clk_io_pct] -clock clk0 [all_outputs]
==> results.py <==
# Generated from Yosys and OpenROAD reports
metrics = {
    "timing": {
        "finClkSkew_ns": 0.00143,
        "slew_headroom": 0.709,
        "fin_setup_tns_ns": 0,
        "tightest_slew_ns": 0.435,
        "final.min_clock_period_ns": 1.46,
        "rsz0062_at_grt": "false",
        "fmaxAchievable_ghz": 0.683,
        "slew_viol_final": 0,
        "finalSetupViolations": 0,
        "hold_ws_ns": 0.432,
        "fin_crit_sh": 0.697,
        "hold_viol_final": 0,
    },
    "layout": {
        "final_cell_mix": "18 x dfxtp_1, 8 x nor2_1, 7 x a21oi_1",
        "final.fill_count": 655,
        "final_common_cell": "dfxtp_1",
        "register_area_sq_um": 360,
        "final_layout_size_suffix_gt1_frac": 0.0933,
        "area_delta_synth_final_pct": 24.7,
        "logic_area_sq_um": 284,
    },
    "synthesis": {
        "ys_chip_area_sq_um": 673,
        "avgSynthCellArea_sq_um": 9.62,
        "ys_cells": 70,
        "ys_sh_adder": 0.0558,
        "muxShareOfSynthArea": 0,
        "synthAoiAreaFrac": 0.152,
        "yosysUniqueCellTypes": 23,
        "ys_seq_frac": 0.535,
        "yosysWarnings": 2,
        "synth.cell_area_sq_um": 673,
        "synth-xor-area-share": 0,
        "syn_inst": 70,
        "synth_flop_count": 18,
        "ys_top_logic_family": "simple AND/OR/NAND/NOR gates",
        "synthSimpleGateAreaFrac": 0.214,
    },
    "floorplan": {
        "die_height_microns": 98,
        "die_x_microns": 98,
        "core_area_sq_um": 5920,
        "rows": 28,
        "chipArea_sq_um": 9600,
        "ios": 3,
        "fp_util": 0.114,
    },
    "detailed_routing": {
        "first_iter_violations": 24,
        "ant_nets": 0,
        "drt_pass1_iterations": 4,
        "routed_wirelength_mm": 1.06,
        "vias_per_cell": 3.12,
        "antenna-diode-count": 0,
        "wire_per_inst_microns": 7.06,
        "vias": 468,
        "route.detailed.drc": 0,
    },
    "global_route": {
        "grt_max_degree": 14,
        "antenna_found_initial": 0,
        "grt_pass1_vias": 470,
        "grt_pass1_wl_mm": 1.99,
        "grt_usage": 0.0230,
        "globalRouteOverflowTotal": 0,
    },
    "worst_setup_path": {
        "rr_endpoint": "u_master.idx[2]",
        "r2r_setup_slack_ns": 0.94,
        "cp_slowest_cell": "clkdlybuf4s50_1",
        "crit_type": "register to output port",
        "cp_cell_sequence": "clkdlybuf4s50_1",
        "arrival_ns": 1.04,
        "rr_startpoint": "u_master.idx[0]",
        "critical-path-max-stage-delay_ns": 0.49,
        "reg2reg_depth": 5,
        "critPathRequiredTime_ns": 1.68,
        "start_kind": "register",
        "crit_path_end_kind": "output port",
        "crit_buf_inv": 1,
        "critical-path-top-delay-family": "buffers and inverters",
        "critPathMaxFanout": 1,
    },
    "power_and_ir_drop": {
        "p_switching_uw": 135,
        "peakVddDrop_v": 0.000651,
        "power_frac_seq": 0.541,
        "comb_power_share": 0.039,
        "sw_frac_of_total": 0.204,
        "intPower_uw": 529,
        "p_clk_frac": 0.420,
        "p_leak_uw": 0.000280,
        "power_density_nw_per_um2": 791,
    },
    "clocking": {
        "cts_max_path_buffers": 2,
        "clk_latency_ns": 0.25,
        "cts_tree": "yes",
        "cts_resized": 0,
        "cts_buffers": 3,
        "root_buffer": "clkbuf_8",
        "cts_htree_levels": 1,
        "post_cts_buffers": 0,
        "cts_hold_buf": 0,
        "clock-sinks": 18,
        "clk_pin_slew_worst_paths_ns": 0.07,
    },
    "place": {
        "place_congestion": 0.763,
        "hpwl_microns": 745,
        "portBuffers": 2,
    },
    "worst_hold_path": {
        "hold_path.class": "register to register",
        "hold_end": "u_master.state[5]",
        "whs_path_depth": 2,
        "min_from": "u_slave.ack",
    },
    "run_status": {
        "status": "finished clean",
    },
    "flow_run": {
        "warnings": 25,
        "maxCapViolCount": 0,
    },
}
## power groups by stage
stage / Clock, uW / Combinational, uW / Sequential, uW
CTS: 290 / 26.6 / 359
finish: 279 / 26.1 / 359
global route: 301 / 30.5 / 360
## metrics by stage
stage | std cells | area [sq um] | total power (uW) | setup slack, ns | util
2_1_floorplan | 70 | 673 | 385 | 1.03 | -
3_3_place_gp | 146 | 785 | 393 | 0.470 | 0.133
3_5_place_dp | 146 | 785 | 393 | 0.447 | 0.133
4_1_cts | 150 | 840 | 676 | 0.618 | 0.142
5_1_grt | 150 | 840 | 692 | 0.587 | 0.142
6_report | 150 | 840 | 664 | 0.636 | 0.142
## area by class of cell
cell class                      count  share of cell area
Timing Repair Buffer                3              0.0328
Multi-Input combinational cell     45               0.338
Clock buffer                        4              0.0656
Inverter                            5              0.0224
Sequential cell                    18               0.429
Tap cell                           75               0.112
## synthesized netlist by cell type
cell | number | share of area
nand3_1 | 2 | 0.015
dfxtp_1 | 18 | 0.54
nand3b_1 | 2 | 0.022
ha_1 | 3 | 0.056
or3_1 | 1 | 0.0093
o21a_1 | 1 | 0.011
nor4_1 | 1 | 0.0093
a21oi_2 | 1 | 0.013
o31ai_1 | 1 | 0.011
a22oi_1 | 1 | 0.011
nor3b_1 | 1 | 0.011
nor2b_4 | 1 | 0.020
a211o_1 | 1 | 0.013
inv_1 | 5 | 0.028
nor2_1 | 8 | 0.045
nand2b_1 | 3 | 0.028
a311oi_1 | 1 | 0.013
a21oi_1 | 7 | 0.052
buf_2 | 2 | 0.015
o31a_1 | 1 | 0.013
nand2_1 | 3 | 0.017
o21ai_0 | 2 | 0.015
nor2b_1 | 4 | 0.037
## registers in the layout (all words and copies together), names as in the netlist
| register | cells |
|---|---|
| u_master.done | 1 |
| u_master.idx | 3 |
| u_master.req | 1 |
| u_master.state | 6 |
| u_slave.ack | 1 |
| u_slave.hold_cnt | 2 |
| u_slave.state | 4 |
## cells by family after synthesis
group | count (synthesis)
compound gates | 16
flops | 18
fa+ha+maj | 3
simple gates | 26
buf+inv | 7
## layer usage
| layer | track usage | vias to the layer above | routed length (microns) |
|---|---|---|---|
| met5 | 0 | - | 0 |
| met4 | 0.00895 | 0 | 47 |
| met3 | 0.00427 | 2 | 21 |
| met2 | 0.0340 | 8 | 416 |
| met1 | 0.0322 | 210 | 574 |
| li1 | - | 248 | - |
## worst max-delay path by stage
| stage | startpoint | to | slack (ns) | depth (start not counted) |
|---|---|---|---|---|
| CTS | u_master.done | done | 0.62 | 1 |
| global route | u_master.done | done | 0.59 | 1 |
| finish | u_master.done | done | 0.64 | 1 |
No activity file was given, so power comes from the tool's default toggle rates.
