$ cat design/flow/design.v
module vending_mealy (
    input clk,
    input reset,         
    input [1:0] coin,    
    output reg vend,
    output reg chg5
);
    parameter S0  = 2'b00,
              S5  = 2'b01,
              S10 = 2'b10,
              S15 = 2'b11;
    reg [1:0] current_state, next_state;
    always @(posedge clk) begin
        if (reset)
            current_state <= S0;
        else
            current_state <= next_state;
    end
    always @(*) begin
        vend = 0;
        chg5 = 0;
        case (current_state)
            S0: case (coin)
                    2'b01: next_state = S5;
                    2'b10: next_state = S10;
                    default: next_state = S0;
                endcase
            S5: case (coin)
                    2'b01: next_state = S10;
                    2'b10: next_state = S15;
                    default: next_state = S5;
                endcase
            S10: case (coin)
                    2'b01: next_state = S15;
                    2'b10: begin
                        next_state = S0;
                        vend = 1;  
                    end
                    default: next_state = S10;
                endcase
            S15: case (coin)
                    2'b01: begin
                        next_state = S0;
                        vend = 1;  
                    end
                    2'b10: begin
                        next_state = S0;
                        vend = 1;  
                        chg5 = 1;
                    end
                    default: next_state = S15;
                endcase
            default: next_state = S0;
        endcase
    end
endmodule
$ cat design/flow/run.sh
#!/bin/bash
# OpenROAD 26Q1-2900-gdf79404cd8, Yosys 0.63+post, stock flow scripts
make -C /OpenROAD-flow-scripts/flow DESIGN_CONFIG=/design/flow/config.mk WORK_HOME=/design/flow/orfs finish
$ cat design/flow/config.mk
export PLATFORM = sky130hd
export DESIGN_NAME = vending_mealy
export DESIGN_NICKNAME = vending_mealy
export VERILOG_FILES = /design/flow/design.v
export SDC_FILE = /design/flow/constraint.sdc
export NUM_CORES = 4
export LEC_CHECK = 1
export CORE_AREA = 10 10 70 70
export DIE_AREA = 0 0 80 80
$ cat design/flow/constraint.sdc
current_design vending_mealy

set clk_period 1.1
set clk_io_pct 0.2

create_clock -name clk0 -period $clk_period [get_ports {clk}]

set non_clock_inputs [all_inputs -no_clocks]
set_input_delay [expr $clk_period * $clk_io_pct] -clock clk0 $non_clock_inputs
set_output_delay [expr $clk_period * $clk_io_pct] -clock clk0 [all_outputs]
==> results.py <==
# Auto-generated metrics
metrics = {
    "cells_and_area": {
        "drive_gt1_share_pct": 59.5,
        "fin_cells": 83,
        "syn_to_final_growth_pct": 91.5,
        "reg_top3": "current_state: 4 flops",
        "largest_reg_flops": 4,
        "fill_cells": 399,
        "largest_register": "current_state",
    },
    "global_routing": {
        "top_usage_layer": "met1",
        "grt_pass1_vias": 230,
        "antenna_found_initial": 0,
        "gr-total-overflow": 0,
        "grt_max_degree": 6,
        "gr-usage-met1_pct": 2.46,
        "grt_util_met3_pct": 2.16,
        "grt_usage_pct": 2.01,
        "use_met2_pct": 2.33,
        "grt_pass1_wl_um": 1010,
    },
    "power": {
        "power.total_w": 0.000417,
        "peakVddDrop_uv": 223,
        "p_int_w": 0.000323,
        "p_clk_share_pct": 42.2,
        "swShare_pct": 22.5,
        "seqPwrFrac_pct": 39.3,
        "leakagePower_nw": 0.159,
        "combPwrFrac_pct": 18.6,
        "p_switching_w": 0.0000939,
        "power.density_nw_per_um2": 1050,
    },
    "placed_design": {
        "port_buffers": 5,
        "dp_hpwl_um": 400,
        "finalWeightedCongestion": 0.760,
        "dp.cells": 78,
    },
    "clock_network": {
        "clkTransAtPathRegs_ns": 0.03,
        "ctsLongestPathBuffers": 2,
        "hold_buffers": 0,
        "cts_root_buf": "clkbuf_4",
        "clock-sinks": 4,
        "cts_tree": "built",
        "htreeDepth": 1,
        "clk_latency_ns": 0.23,
        "numCtsBuffers": 3,
    },
    "synthesis": {
        "yosys.stat.chipArea_um2": 206,
        "synth_top_area_share_pct": 38.8,
        "top_cells_by_area": "dfxtp_1 (39%), or3b_1 (13%), ha_1 (12%)",
        "synth-main-ff-cell": "dfxtp_1",
        "synth-seq-cells": 4,
        "ys_seq_share_pct": 38.8,
        "ys_types": 12,
        "common_cells": "dfxtp_1 (4), inv_1 (4), or3b_1 (3)",
        "ys_cells": 23,
        "syn_area_um2": 206,
        "postSynthAreaPerCell_um2": 8.98,
        "ys_warn_count": 1,
        "enable_flop_cells": 0,
        "largest_area_cell": "dfxtp_1",
        "syn_inst": 23,
        "synth-async-reset-ratio_pct": 0,
    },
    "setup_path": {
        "cp-endpoint": "current_state[2]$_DFF_P_",
        "worst-r2r-cell-count": 2,
        "critPathKind": "in -> reg",
        "ff2ff_setup_slack_ns": 0.19,
        "crit_fanout": 5,
        "worstPathRequired_ns": 1.26,
        "cp-start-kind": "primary input",
        "cp-startpoint": "coin[0]",
        "end_kind": "register",
        "r2r_start": "current_state[1]$_DFF_P_",
        "worstPathArrival_ns": 1.23,
        "timing.rr.end": "current_state[1]$_DFF_P_",
    },
    "final_timing": {
        "relSlewSlack_pct": 80.5,
        "post-route-min-period_ns": 1.06,
        "rsz0062_at_grt": "true",
        "max_freq_mhz": 939,
        "period_used_pct": 96.8,
        "final_hold_viol_count": 0,
        "worst_pin_slew_ns": 0.292,
        "finClkSkew_ns": 0.00261,
        "setup_viol": 0,
        "slew_violations": 0,
    },
    "drt": {
        "vias": 218,
        "n_antenna_cell": 0,
        "drtIter0Drc": 34,
        "ant_nets": 0,
        "wl_um": 594,
        "drcViolationCount": 0,
        "vias_per_cell": 2.63,
        "firstDrtPassIters": 5,
        "post_drt_wl_per_cell_um": 7.16,
    },
    "die": {
        "ios": 6,
        "fp-row-count": 21,
        "coreArea_um2": 3420,
        "fp-utilization_pct": 6.04,
        "die_width_um": 80,
        "die_area_um2": 6400,
        "die_y_um": 80,
    },
    "min_path": {
        "min_path_cells": 2,
        "hp-class": "reg -> reg",
    },
    "status": {
        "outcome": "finished clean",
    },
    "flow_run": {
        "drv_cap": 0,
        "warnings": 27,
    },
}
worst min-delay path by stage:
stage / slack (ns) / start / to
4_1_cts: 0.49 / current_state[0]$_DFF_P_ / current_state[2]$_DFF_P_
6_report: 0.49 / current_state[0]$_DFF_P_ / current_state[2]$_DFF_P_
5_1_grt: 0.51 / current_state[0]$_DFF_P_ / current_state[2]$_DFF_P_
per-layer routing:
layer	vias up	part of all wire, %
met2	9	32
met3	0	18
met5	-	0
met4	0	0
li1	111	-
met1	98	50
area by class of cell:
class / instances / area, µm² / area share [%]
clock buffer: 3 / 22.5 / 5.70
inverter: 4 / 15.0 / 3.80
multi-input combinational: 15 / 136 / 34.5
sequential: 4 / 81.3 / 20.6
tap: 46 / 57.6 / 14.6
timing repair buffer: 11 / 82.6 / 20.9
cell families after synthesis:
| logic type | count (synthesis) | share of synthesized area [%] |
|---|---|---|
| compound gates | 6 | 20.0 |
| fa+ha+maj | 2 | 12.1 |
| buf+inv | 4 | 7.27 |
| flops | 4 | 38.8 |
| simple gates | 7 | 21.8 |
timing repair:
| action | in CTS | in global routing |
|---|---|---|
| setup buffers | 2 | 0 |
| endpoints found under the setup margin | 6 | 5 |
| gates cloned | 0 | 0 |
| pin swaps | 3 | 4 |
| gates resized | 19 | 7 |
| hold endpoints to repair | 0 | 0 |
worst max-delay path, cell delays in order:
cell and delay, ns:
buf_2 0.10, inv_2 0.04, ha_4 0.15, buf_6 0.11, buf_6 0.11, or3b_1 0.36
a21oi_2 0.14
layout by cell type (no fill, tap or decap), types with 2 or more instances in the layout:
cell type  Yosys  layout
inv_1          4       2
buf_2          0       4
dfxtp_1        4       3
buf_4          0       4
clkbuf_4       0       3
or3b_1         3       3
inv_2          0       2
buf_6          0       2
per-stage QoR:
step	utilization (%)	setup slack, ns	area (µm²)	setup TNS [ns]	hold slack, ns
final	11.6	0.0350	395	0	0.495
after global routing	11.6	-0.00468	395	-0.00468	0.510
after floorplan	-	0.0652	206	0	0.289
after detailed placement	10.1	-0.807	344	-3.82	0.480
after global placement	10.1	-0.782	344	-3.68	0.464
after CTS	10.9	0.00371	372	0	0.488
power groups by stage:
stage         sequential, W  clock [W]  combinational (W)
CTS                0.000163   0.000186          0.0000651
global route       0.000164   0.000200          0.0000858
finish             0.000164   0.000176          0.0000775
Power is estimated from default activity; no workload was simulated.
