## flow/design.v

```verilog
module traffic_light (
    input  wire clk,
    input  wire rst,           
    input  wire tick,          
    output reg  ns_g, ns_y, ns_r,  
    output reg  ew_g, ew_y, ew_r   
);
    parameter NS_GREEN  = 2'b00;
    parameter NS_YELLOW = 2'b01;
    parameter EW_GREEN  = 2'b10;
    parameter EW_YELLOW = 2'b11;
    reg [1:0] current_state, next_state;
    reg [2:0] tick_counter;  
    always @(posedge clk) begin
        if (rst) begin
            current_state <= NS_GREEN;
        end else begin
            current_state <= next_state;
        end
    end
    always @(*) begin
        next_state = current_state;  
        case (current_state)
            NS_GREEN: begin
                if (tick && (tick_counter == 3'd4)) begin
                    next_state = NS_YELLOW;
                end
            end
            NS_YELLOW: begin
                if (tick && (tick_counter == 3'd1)) begin
                    next_state = EW_GREEN;
                end
            end
            EW_GREEN: begin
                if (tick && (tick_counter == 3'd4)) begin
                    next_state = EW_YELLOW;
                end
            end
            EW_YELLOW: begin
                if (tick && (tick_counter == 3'd1)) begin
                    next_state = NS_GREEN;
                end
            end
            default: next_state = NS_GREEN;
        endcase
    end
    always @(posedge clk) begin
        if (rst) begin
            tick_counter <= 3'd0;
        end else if (next_state != current_state) begin
            tick_counter <= 3'd0;
        end else if (tick) begin
            tick_counter <= tick_counter + 1;
        end
    end
    always @(*) begin
        {ns_g, ns_y, ns_r} = 3'b001;  
        {ew_g, ew_y, ew_r} = 3'b001;  
        case (current_state)
            NS_GREEN: begin
                ns_g = 1'b1; ns_r = 1'b0;
                ew_r = 1'b1;
            end
            NS_YELLOW: begin
                ns_y = 1'b1; ns_r = 1'b0;
                ew_r = 1'b1;
            end
            EW_GREEN: begin
                ew_g = 1'b1; ew_r = 1'b0;
                ns_r = 1'b1;
            end
            EW_YELLOW: begin
                ew_y = 1'b1; ew_r = 1'b0;
                ns_r = 1'b1;
            end
        endcase
    end
endmodule
```

## flow/run.sh

```bash
#!/bin/bash
# OpenROAD 26Q1-2900-gdf79404cd8, Yosys 0.63+post, stock flow scripts
make -C /OpenROAD-flow-scripts/flow DESIGN_CONFIG=/design/flow/config.mk WORK_HOME=/design/flow/orfs finish
```

## flow/config.mk

```make
export PLATFORM = sky130hd
export DESIGN_NAME = traffic_light
export DESIGN_NICKNAME = traffic_light
export VERILOG_FILES = /design/flow/design.v
export SDC_FILE = /design/flow/constraint.sdc
export NUM_CORES = 4
export LEC_CHECK = 1
export CORE_AREA = 10 10 70 70
export DIE_AREA = 0 0 80 80
```

## flow/constraint.sdc

```tcl
current_design traffic_light

set clk_period 1.8
set clk_io_pct 0.2

create_clock -name clk0 -period $clk_period [get_ports {clk}]

set non_clock_inputs [all_inputs -no_clocks]
set_input_delay [expr $clk_period * $clk_io_pct] -clock clk0 $non_clock_inputs
set_output_delay [expr $clk_period * $clk_io_pct] -clock clk0 [all_outputs]
```

==> impl_metrics.py <==
# Metrics from the implementation run
metrics = {
    "run_status": {
        "outcome": "complete, no violations",
    },
    "floorplan": {
        "coreArea_sq_um": 3416,
        "num_rows": 21,
        "die_height_um": 80,
        "dieArea_sq_um": 6400,
        "fp_util_pct": 8.901,
        "top_level_ports": 9,
        "die.size.x_um": 80,
    },
    "job": {
        "maxCapViolations": 0,
        "openroad.warnings": 27,
    },
    "timing": {
        "drv_slew": 0,
        "timing.fmax_mhz": 591.8,
        "hold_viol_final": 0,
        "worst_hold_slack_ns": 0.5605,
        "fin_skew_ns": 0.006119,
        "setup_viol": 0,
        "tns_ns": 0,
        "tightestPinTransition_ns": 0.2695,
        "final_min_period_over_clock_period_pct": 93.87,
        "final_period_minus_worst_setup_slack_ns": 1.690,
        "relSlewSlack_pct": 81.98,
        "grt_setup_unrepaired": "false",
    },
    "placement": {
        "place_congestion": 0.6862,
        "hpwlAfterDp_um": 525.7,
        "place.port_buffers": 8,
    },
    "clocking": {
        "cts_tree": "built",
        "postCtsResizedCells": 0,
        "setup_repair_bufs_after_cts": 0,
        "cts-htree-levels": 1,
        "holdBufCountCts": 0,
        "cts-buffers-inserted": 3,
        "cts.reportedPaths.clkPinSlew_ns": 0.05,
        "clkSinkCount": 5,
        "cts_root_buf": "clkbuf_4",
        "clock_latency_ns": 0.24,
        "clockBufferDepth": 2,
    },
    "synthesis": {
        "postSynthRegisterBits": 5,
        "synth_sequential_area_ratio_pct": 32.92,
        "avgSynthCellArea_sq_um": 8.687,
        "post_synth_instance_area_sq_um": 304.0,
        "synth-warning-count": 1,
        "synth-area-yosys_sq_um": 304.0,
        "synth.top_cell.area_share_pct": 32.92,
        "post_synth_inst_count": 35,
        "synth_cell_type_count": 18,
        "post_synth_top_area_cell": "dfxtp_1",
        "area_leaders": "dfxtp_1 33%, ha_1 12%, xnor2_1 5.8%",
        "cell_count_listed_in_synth_stat_txt": 35,
    },
    "global_route": {
        "number_of_global_route_vias_before_repair": 252,
        "grt_antenna_before_repair": 0,
        "first_pass_grt_wire_length_mm": 1.062,
        "grt_usage_pct": 1.967,
        "grt_start_max_net_pins": 10,
        "overflow": 0,
    },
    "layout": {
        "final_layout_size_suffix_gt1_share_pct": 9.091,
        "layout.cells.most_common": "clkdlybuf4s50_1",
        "final_layout_top_logic_cells": "8 x clkdlybuf4s50_1, 5 x dfxtp_1, 4 x nor2_1",
        "post_synthesis_to_final_layout_area_growth_pct": 47.74,
    },
    "critical_path": {
        "cp_data_arrival_time_ns": 1.33,
        "reg2reg_setup_slack_ns": 0.64,
        "start_kind": "flop",
        "worst-path-max-fanout": 9,
        "path_class": "reg -> out",
        "endpoint_kind": "output pin",
        "worst_ep_required_time_ns": 1.44,
    },
    "hold_path": {
        "timing.hold.worst.class": "reg -> reg",
    },
    "route": {
        "route.vias.total": 265,
        "ant_nets": 0,
        "remaining_drcs": 0,
        "routedWlPerCell_um": 6.933,
        "dr.first_iter.drc_count": 9,
        "dr.pass1.iters": 2,
        "num_antenna_cells": 0,
        "viasPerCell": 2.944,
        "finalWirelength_um": 624,
    },
    "pwr": {
        "pwr_density_cell_nw_per_um2": 626.8,
        "power.ir.vdd_worst_v": 0.0001377,
        "power.leakage_nw": 0.1627,
    },
}
worst max-delay path, cell delays in order, from the launching register on:
cell	delay [ns]
dfxtp_1	0.46
nor2b_1	0.17
clkdlybuf4s50_1	0.47
logic make-up (layout without fill, tap and decap cells):
family	Yosys count	after routing	share of synthesized area (%)
AND-OR/OR-AND	3	3	8.644
XOR/XNOR	3	3	8.644
adder cells (fa/ha/maj)	3	3	12.35
buffers and inverters	6	15	9.874
flip-flops	5	5	32.92
multiplexers	1	1	3.292
AND/OR/NAND/NOR	14	14	24.28
cells in the mapped netlist:
cell / number
dfxtp_1: 5
nor2_1: 4
ha_1: 3
inv_1: 3
nor3_1: 3
buf_4: 2
nand2_1: 2
nand3b_1: 2
xnor2_1: 2
a21boi_2: 1
a21o_1: 1
a22oi_1: 1
and2_1: 1
clkbuf_1: 1
mux2i_1: 1
nand4b_1: 1
nor2b_1: 1
xor2_1: 1
cell type report:
type | count | area, sq um
Multi-Input combinational cell | 24 | 173.9
Inverter | 3 | 11.26
Timing Repair Buffer | 8 | 80.08
Tap cell | 46 | 57.56
Sequential cell | 5 | 100.1
Clock buffer | 4 | 26.28
Fill cell | 389 | 2967
flip-flops by register name, summed over array words and instances, names as in the netlist:
name and cells:
tick_counter 3, current_state 2
routing by layer:
layer	share of wire (%)	routed length, um	global-route usage [%]
met3	3.5	22	0.9091
met5	0	0	0
met1	46	288	2.190
met2	48	298	3.130
met4	2.4	15	0.8803
where the power goes:
group	internal (mW)	switching [mW]
Sequential	0.116	0.00576
Combinational	0.0184	0.0155
Clock	0.0836	0.0418
Total	0.218	0.0631
per-stage QoR:
step                std cells  power [mW]  area (sq um)  setup slack, ns  utilization, %
detailed placement         86      0.1582         422.9           0.3335           12.38
global placement           86      0.1565         422.9           0.3441           12.38
finish                     90      0.2815         449.2           0.1103           13.15
CTS                        90      0.2876         449.2          0.07963           13.15
global route               90      0.3064         449.2          0.02497           13.15
floorplan                  35      0.1483         304.0           0.6991               -
final timing paths:
path                     from               end  cells after the start
max          current_state[0]              ns_y                      2
min           tick_counter[1]   tick_counter[1]                      2
max reg2reg   tick_counter[0]  current_state[0]                      5
min reg2reg   tick_counter[1]   tick_counter[1]                      2
Power figures rest on the tool's default switching activity, not on a simulated workload.
